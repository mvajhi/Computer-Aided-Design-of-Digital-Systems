==> design.v <==
module P_Sum_Registers #(
    parameter ADDR_LEN = 8,
    parameter SCRATCH_DEPTH = 8,
    parameter SCRATCH_WIDTH = 8
) (
    input wire clk,
    input wire rst,
    input wire wen,
    input wire [ADDR_LEN - 1:0] waddr,
    input wire [ADDR_LEN - 1:0] raddr,
    input wire [SCRATCH_WIDTH - 1:0] din,
    output wire [SCRATCH_WIDTH - 1:0] dout
);
    reg [SCRATCH_WIDTH - 1:0] main_mem [SCRATCH_DEPTH - 1:0];
    assign dout = main_mem[raddr];
    integer i;
    always @(posedge clk or posedge rst) begin
        if (rst) begin
            for (i = 0; i < SCRATCH_DEPTH; i = i + 1) begin
                main_mem[i] <= 0;
            end
        end
        else if (wen)
            main_mem[waddr] <= din;
    end
endmodule
==> run.sh <==
#!/bin/bash
# OpenROAD 26Q1-2900-gdf79404cd8, Yosys 0.63+post, stock flow scripts
make -C /OpenROAD-flow-scripts/flow DESIGN_CONFIG=/design/flow/config.mk WORK_HOME=/design/flow/orfs finish
==> config.mk <==
export PLATFORM = sky130hd
export DESIGN_NAME = P_Sum_Registers
export DESIGN_NICKNAME = P_Sum_Registers
export VERILOG_FILES = /design/flow/design.v
export SDC_FILE = /design/flow/constraint.sdc
export NUM_CORES = 4
export LEC_CHECK = 1
export CORE_UTILIZATION = 50
==> constraint.sdc <==
current_design P_Sum_Registers

set clk_period 1.7
set clk_io_pct 0.2

create_clock -name clk0 -period $clk_period [get_ports {clk}]

set non_clock_inputs [all_inputs -no_clocks]
set_input_delay [expr $clk_period * $clk_io_pct] -clock clk0 $non_clock_inputs
set_output_delay [expr $clk_period * $clk_io_pct] -clock clk0 [all_outputs]
==> impl.org <==
#+TITLE: Implementation results

** Outcome
- Run status :: finished, violations left
- Violations in the final reports :: setup timing

** Timing
- Final worst-path setup slack :: -131.5 ps
- Slew @ Worst Pin :: just over 400 ps
- After layout, the setup clock skew is reported as 0 ps.
- In the final report, the number of endpoints failing setup comes to 4.
- Maximum achievable frequency :: roughly 0.55 GHz
- Final Hold Vio Count :: 0
- Tcrit/Tclk final :: 107.7%
- The final max-slew violation count recorded for this run is 0.
- Setup repair after global routing could not meet its margin everywhere.
- Minimum clock period after layout :: approximately 1800 ps
- Headroom to the max-slew limit came out at between 70% and 80%.
- Summed over all failing endpoints, the final setup total negative slack is -335.0 ps.

** Route
- Number of remaining DRC errors :: 0
- Post-Route WL :: ~7.2 mm
- In the routed netlist, the antenna diode instances number 0.
- Total number of vias :: between 2000 and 2500
- The detail route stage leaves a number of antenna-violating nets equal to 0.
- DRT Pass-1 Iters :: 4
- The detailed router finished its first iteration with slightly above 80 violations.
- In the routed layout, each cell is associated on average with a via count of 5.743.
- For this sky-water flow run, the detailed-routed wirelength per cell is reported as 19.44 µm.

** Placed design
- Detail Placement HPWL :: roughly 4.7 mm
- At the end of routability-driven placement, the weighted congestion stood at 0.9126.
- The placement report lists the number of port buffers as 24.
- The placement stage leaves a total instance area of 3650 µm².

** Floorplan
- The overall die size recorded for this design is 6309 µm².
- The initialized floorplan defines 27 standard-cell rows.
- Core area :: 5642 µm²
- I/O pin count :: 35
- The floorplan step set the die height to 79.43 µm.
- X dimension of the die :: 79.43 µm
- Floorplan Utilization :: 53.14%

** Critical path
- Critical path startpoint category :: flop
- Source of the critical timing path :: main_mem[1][2]
- The required time at the worst endpoint is listed as 1360 ps.
- Crit path capture type :: output pin
- The timing report gives the biggest stage delay along the critical path as 370 ps.
- In the setup report, the worst path falls into the class flop to output pin.
- For reference, the critical path cell chain is mux2_4 > a221oi_2 > a31oi_1 > buf_2.
- According to the timing report, the arrival time at the worst endpoint equals 1490 ps.
- Worst-path fanout max :: 2
- Startpoint of the worst-slack reg-to-reg timing path :: main_mem[7][0]
- Cell with the largest stage delay on the worst path :: sky130_fd_sc_hd__dfrtp_1

** Global route
- Entering global routing, the biggest net connects 23 pins.
- Global-route wire length before repair :: 11.73 mm
- Vias in the first global route :: 2221
- In the global route stage, overall resource usage came out at 26.18%.
- Summed over all layers, the global routing overflow is 0.
- The number of antenna violations at the first check in global routing was 0.

** CTS
- The registers of the reported paths see a clock transition of 70 ps.
- Clock sink total :: ~64
- Cts bufs inserted :: 9
- TritonCTS built the clock tree.
- Buffers from clock root to sink, at most :: 2
- CTS H-Tree Depth :: 3
- Clk latency late pin :: approximately 330 ps
- Clk root buf :: sky130_fd_sc_hd__clkbuf_8

** Run
- The number of maximum-capacitance violations recorded for the run is 0.
- Number of OpenROAD warnings :: 38

** Cells and area
- The register with the most flip-flops in the layout has 64 of them.
- Layout fillers :: 320
- For this run, the share of the core covered by cells in the final layout is 73.87%.
- Area occupied by registers :: 1602 µm²
- Fraction of final layout cells sized beyond drive strength 1 :: 58.05%
- The finished cells cover 4168 µm².
- Relative to the synthesized area, the layout overhead comes to 39.02%.
- Register ranked first by flip-flop count :: main_mem
- Registers with the highest flip-flop counts :: main_mem (64)
- The most common logic cell in the final layout is sky130_fd_sc_hd__mux2_2.
- In the layout the commonest cells are 65 x sky130_fd_sc_hd__mux2_2, 64 x sky130_fd_sc_hd__dfrtp_1, 27 x sky130_fd_sc_hd__buf_4, 13 x sky130_fd_sc_hd__clkdlybuf4s50_1.
- Leaving out buffers and inverters, the combinational logic in the layout accounts for 1488 µm².

** Power and ir drop
- The net switching power in the latest report is 0.001094 W.
- Internal power summed over all cells :: 0.003559 W
- The power report puts the leakage power at around 1.8 nW.
- Looking at the VDD voltage map, the peak drop is 0.0008745 V.
- The power report attributes to the combinational group a share of a little under a fifth.
- Switching power as a fraction of the total was reported as 23.52%.
- Per report_power, the sequential group accounts for 44.3% of the total.
- Power share of the clock group :: a little under two fifths
- For this design the ratio of total power to cell area is 1116 nW/µm².

** Synthesis
- Yosys reports a chip area of 2998 µm².
- Number of instances in the synthesized netlist :: 223
- Aoi/oai-family share of the synthesized area :: 8.097%
- Yosys cell count :: between 200 and 250
- In this run the cell area of the synthesized design comes to 2998 µm².
- For reference, XOR and XNOR gates occupy 0% of the area reported after synthesis.
- Main combinational cell family by area after synthesis :: multiplexers
- Synthesized flop and latch total :: 64
- Sequential element share of the synthesized area :: 53.42%
- For reference, full adder, half adder and majority cells occupy 0% of the area reported after synthesis.
- Mean post-synth cell area :: between 10 and 15 µm²
- After synthesis, the share of cell area in mux cells is around 28%.
- After synthesis, the netlist uses 30 different library cells.
- Of the total synthesized cell area, the portion taken by AND, OR, NAND and NOR gates is 8.222%.
- The Yosys step of the flow raised 2 warnings.

** Min path
- Worst min-delay path class :: primary input to asynchronous set/reset pin
-- repair_timing --
item / in CTS / in global routing
setup endpoints to repair: 8 / 8
setup buffers: 7 / 1
hold buffers: 0 / 0
gates resized: 84 / 6
gates cloned: 2 / 0
pin swaps: 18 / 9
-- worst max-delay path: cells and delay by family, from the launching register on --
family | cells | cell delay (ps)
buffers and inverters | 1 | 130
flip-flops | 1 | 370
AND-OR/OR-AND | 2 | 380
multiplexers | 1 | 280
-- stage by stage --
step           power (W)  hold slack [ps]  setup WS (ps)  cells
2_1_floorplan   0.002517            471.3          188.6    223
3_3_place_gp    0.002821            483.3         -822.6    345
3_5_place_dp    0.002861            490.2         -839.8    345
4_1_cts         0.004663            352.3         -110.9    369
5_1_grt         0.004855            373.4         -203.9    370
6_report        0.004653            350.4         -131.5    370
-- cell families (layout without fill, tap and decap cells) --
family,after synthesis,after routing
and+or+nand+nor,37,37
buffers and inverters,14,89
DFF,64,64
AOI/OAI and AO/OA,34,34
muxes,74,74
-- cell usage after synthesis --
master                      n  area share (%)
sky130_fd_sc_hd__nand2_1    8             1.0
sky130_fd_sc_hd__a221oi_1   1            0.29
sky130_fd_sc_hd__a41oi_1    6             1.8
sky130_fd_sc_hd__clkbuf_1   3            0.38
sky130_fd_sc_hd__a211o_1    7             2.0
sky130_fd_sc_hd__nor3b_4    2             1.3
sky130_fd_sc_hd__or3_1      1            0.21
sky130_fd_sc_hd__nor2_1    11             1.4
sky130_fd_sc_hd__dfrtp_1   64              53
sky130_fd_sc_hd__a22oi_1    3            0.75
sky130_fd_sc_hd__nor3b_1    2            0.50
sky130_fd_sc_hd__a31oi_1    1            0.21
sky130_fd_sc_hd__nand3_1    2            0.33
sky130_fd_sc_hd__nand2b_1   1            0.21
sky130_fd_sc_hd__o21ai_0    6             1.0
sky130_fd_sc_hd__nand4_1    1            0.21
sky130_fd_sc_hd__nand2b_4   1            0.46
sky130_fd_sc_hd__buf_4      1            0.25
sky130_fd_sc_hd__buf_2      6             1.0
sky130_fd_sc_hd__mux2i_1    7             2.3
sky130_fd_sc_hd__a21oi_1    7             1.2
sky130_fd_sc_hd__nor2b_1    2            0.42
sky130_fd_sc_hd__inv_1      3            0.38
sky130_fd_sc_hd__nand4b_1   3            0.88
sky130_fd_sc_hd__a32oi_1    3            0.88
sky130_fd_sc_hd__buf_6      1            0.38
sky130_fd_sc_hd__nor3_4     2             1.1
sky130_fd_sc_hd__and3b_1    1            0.29
sky130_fd_sc_hd__mux2_2    66              25
sky130_fd_sc_hd__mux4_2     1            0.75
-- cell type report --
type	count	share of cell area, %
multi-input cells	145	35.70
clock buffers	10	3.302
flip-flops and latches	64	38.43
well taps	72	2.162
inverters	3	0.3603
clock inverters	6	3.122
repair buffers	70	16.93
-- final timing paths --
kind                                  endpoint  slack, ps  cells past startpoint
worst min register to register  main_mem[2][2]        500                      1
max in group asynchronous       main_mem[2][4]        920                      3
worst max register to register  main_mem[7][0]        810                      2
min in group clk0               main_mem[2][2]        500                      1
worst max-delay path                   dout[2]       -130                      4
worst min-delay path            main_mem[0][1]        350                      2
-- power groups by stage --
stage | clock [W] | combinational (W) | sequential (W)
global route | 0.00180 | 0.000952 | 0.00210
CTS | 0.00175 | 0.000860 | 0.00206
finish | 0.00171 | 0.000877 | 0.00206
-- routing by layer --
layer  wire length (µm)  vias to the layer above  track usage [%]
met1               3382                     1081            42.98
li1                   -                      977                -
met5                  0                        -                0
met4                134                        0            4.727
met2               3290                       54            38.55
met3                385                       13            5.336
Power figures rest on the tool's default switching activity, not on a simulated workload.
