==> ./design.v <==
module IFMapSratchPad #(
    parameter IFMAP_SPAD_WIDTH = 16,
    parameter IFMAP_SPAD_ROW = 12
) (
    input clk,
    input rst,
    input [IFMAP_SPAD_WIDTH-1:0] din,
    input [$clog2(IFMAP_SPAD_ROW)-1:0] raddr,
    input [$clog2(IFMAP_SPAD_ROW)-1:0] waddr,
    input wen,
    output [IFMAP_SPAD_WIDTH-1:0] dout
);
reg [IFMAP_SPAD_WIDTH-1:0] mem [IFMAP_SPAD_ROW-1:0];
always @(posedge clk or posedge rst) begin
    if (rst) begin
        for (integer i = 0; i < IFMAP_SPAD_ROW; i = i + 1) begin
            mem[i] <= 0;
        end
    end
    else if (wen) begin
        mem[waddr] <= din;
    end
end
assign dout = mem[raddr];
endmodule
==> ./run.sh <==
#!/bin/bash
# OpenROAD 26Q1-2900-gdf79404cd8, Yosys 0.63+post, stock flow scripts
make -C /OpenROAD-flow-scripts/flow DESIGN_CONFIG=/design/flow/config.mk WORK_HOME=/design/flow/orfs finish
==> ./config.mk <==
export PLATFORM = sky130hd
export DESIGN_NAME = IFMapSratchPad
export DESIGN_NICKNAME = IFMapSratchPad
export VERILOG_FILES = /design/flow/design.v
export SDC_FILE = /design/flow/constraint.sdc
export NUM_CORES = 4
export LEC_CHECK = 1
export CORE_UTILIZATION = 40
==> ./constraint.sdc <==
current_design IFMapSratchPad

set clk_period 4.0
set clk_io_pct 0.2

create_clock -name clk0 -period $clk_period [get_ports {clk}]

set non_clock_inputs [all_inputs -no_clocks]
set_input_delay [expr $clk_period * $clk_io_pct] -clock clk0 $non_clock_inputs
set_output_delay [expr $clk_period * $clk_io_pct] -clock clk0 [all_outputs]
==> flow_summary.toml <==
# physical design summary
[logic_synthesis]
ys_warn_count = 2
post_synth_tally_of_flip_flops_with_integrated_enable = 0
post_synth.cell_area_avg_sq_um = 13.0
ys_sh_aoi_pct = 9.10
yosys-stat-cells = 686
synth_seq_share_pct = 53.9
synthesis.instances = 686
synth.cellmix.simpleShare_pct = 5.05
yosys_chip_area_sq_um = 8910
yosys_register_bits = 192
synth.distinct_cells = 48
postSynth.topFlopCell = "sky130_fd_sc_hd__dfrtp_1"
ys_sh_mux_pct = 27.5
syn-cell-area_sq_um = 8910
yosys.area_share.adder_pct = 0.421
synth.comb.largest_family = "multiplexers"
synth-xor-area-share_pct = 0
synthArstFlopShare_pct = 100

[clock_network]
clkSlewWorstSetupHoldPaths_ps = 70
cts-root-buf = "sky130_fd_sc_hd__clkbuf_16"
cts_inserted_buffers = 17
clock-sinks = 192
worstSkewPairLatency_ps = 430
max-clock-path-buffers = 2
cts_setup_buffers = 0
cts_tree = "yes"
cts.htree.levels = 4

[detailed_routing]
post_drt_via_cell_ratio = 5.72
antenna-diode-count = 0
drt.antenna.violating_nets = 0
route.vias.total = 5779
finalWirelength_microns = 22300
first_pass_iters = 4
route.detailed.drc = 0
drtIter0Drc = 309
avgRoutedWirePerCell_microns = 22.1

[timing]
finalSetupTns_ps = 0
timing.slew.headroom_pct = 51.9
finalCritPeriodShare_pct = 98.4
timing.final.max_slew_violations = 0
final.min_clock_period_ps = 3940
finalHoldViolations = 0
finClkSkew_ps = 0
maximum_clock_frequency_ghz = 0.254
grt_setup_unrepaired = "false"
report.final.setup_viol = 0
worst_margin_pin_slew_ps = 722

[power]
clockPowerShare_pct = 32.2
net-switching-power_mw = 1.38
p_leak_nw = 4.34
p_sw_share_pct = 26.4
comb_power_share_pct = 17.8
vdd_ir_drop_max_mv = 0.286
total_power_mw = 5.23
seq_power_share_pct = 50.0
internal_power_mw = 3.85
cellPowerDensity_nw_per_um2 = 508

[hold_path]
worstHoldPathType = "reg2reg"
min_to = "mem[1][4]"
worst_hold_startpoint = "mem[1][4]"
whs_path_depth = 1

[die]
core_region_area_sq_um = 21800
ios = 43
die_x_microns = 151
die_h_microns = 151
placement_rows = 54
floorplan.die_area_sq_um = 22900
fp_util_pct = 40.8

[finish]
registers.top_by_ff_count = "mem"
nFillCells = 1852
largest_register_ffs = 192
fin_util_pct = 47.2
synthesis_to_layout_area_growth_pct = 15.6
final-instance-count-excl-fill = 1011
biggestRegsByFlops = "mem: 192 flops"
seqCellArea_sq_um = 4800
layout.cells.most_common_list = "sky130_fd_sc_hd__mux2_2, sky130_fd_sc_hd__dfrtp_1, sky130_fd_sc_hd__clkdlybuf4s50_1"
multi_input_comb_area_sq_um = 3790
layout-drive-gt1-share_pct = 38.4
final_common_cell = "sky130_fd_sc_hd__mux2_2"

[setup_path]
slowest_stage = "sky130_fd_sc_hd__clkdlybuf4s50_1"
path_max_fanout = 10
reg2regPathDepth = 1
setup.worst_path.end_class = "primary output"
worst_ep_arrival_time_ps = 3140
worstReg2RegEnd = "mem[8][10]"
critPathKind = "in2out"
setup.reg_to_reg.worst_slack_ps = 3230
critical_path.cell_chain = "clkdlybuf4s50_1 > inv_2 > ha_4 > buf_12 > a21oi_4 > buf_4 > nor2_1 > a221o_1 > clkdlybuf4s50_1"
critPathRequiredTime_ps = 3200
critical_path.startpoint_type = "input pin"
path_common_cell = "sky130_fd_sc_hd__clkdlybuf4s50_1"
critical_path.reg2reg.startpoint = "mem[8][10]"
highest_cell_delay_on_the_worst_timing_path_ps = 560

[grt]
grt_overflow = 0
vias_in_the_first_global_route = 5896
grt_start_max_net_pins = 136
first_pass_grt_wire_length_microns = 34200
combined_global_route_utilization_of_all_metal_layers_pct = 20.9
antenna_violations_before_repair = 0

[job]
warning_count = 29
timing.max_cap.violations = 0

[placed_design]
gp_routability_congestion = 0.808
post_detail_place_hpwl_microns = 13600
portBuffers = 42
place.detailed.instances = 977

[outcome]
run_status = "completed"
-- power by group through the flow --
stage / logic, mW / registers (mW) / clock network (mW)
after CTS: 0.928 / 2.61 / 1.71
after global routing: 1.02 / 2.67 / 1.79
final: 0.932 / 2.61 / 1.68
-- layer usage --
metal,share of wire [%],global-route usage [%],vias to the layer above
li1,-,-,2585
met4,2.0,3.35,0
met2,47,32.9,157
met1,44,30.9,3010
met3,6.5,4.92,27
met5,0,0,-
-- synthesized netlist by cell type, types with 2 or more instances --
cell type / n / share of area (%)
sky130_fd_sc_hd__a221o_1: 2 / 0.22
sky130_fd_sc_hd__nand2b_1: 8 / 0.56
sky130_fd_sc_hd__a2111oi_0: 2 / 0.20
sky130_fd_sc_hd__inv_1: 5 / 0.21
sky130_fd_sc_hd__ha_1: 3 / 0.42
sky130_fd_sc_hd__a22oi_1: 26 / 2.2
sky130_fd_sc_hd__a21o_1: 3 / 0.25
sky130_fd_sc_hd__nor2_1: 27 / 1.1
sky130_fd_sc_hd__a221oi_1: 16 / 1.6
sky130_fd_sc_hd__mux2_2: 196 / 25
sky130_fd_sc_hd__a31oi_1: 10 / 0.70
sky130_fd_sc_hd__a311oi_1: 2 / 0.20
sky130_fd_sc_hd__dfrtp_1: 192 / 54
sky130_fd_sc_hd__a21oi_1: 16 / 0.90
sky130_fd_sc_hd__mux2i_1: 22 / 2.5
sky130_fd_sc_hd__o21ai_0: 8 / 0.45
sky130_fd_sc_hd__clkbuf_1: 27 / 1.1
sky130_fd_sc_hd__o211ai_1: 2 / 0.17
sky130_fd_sc_hd__nor3_1: 3 / 0.17
sky130_fd_sc_hd__a22o_1: 3 / 0.29
sky130_fd_sc_hd__a211oi_1: 2 / 0.17
sky130_fd_sc_hd__a32oi_1: 3 / 0.29
sky130_fd_sc_hd__nand3b_1: 2 / 0.17
sky130_fd_sc_hd__nor2b_1: 3 / 0.21
sky130_fd_sc_hd__nand2_1: 24 / 1.0
sky130_fd_sc_hd__o22ai_1: 10 / 0.70
sky130_fd_sc_hd__buf_6: 5 / 0.63
sky130_fd_sc_hd__nand3_1: 8 / 0.45
sky130_fd_sc_hd__nor2_2: 6 / 0.42
sky130_fd_sc_hd__and3_1: 3 / 0.21
sky130_fd_sc_hd__buf_4: 11 / 0.93
sky130_fd_sc_hd__buf_2: 20 / 1.1
-- metrics by stage --
stage	hold WS (ps)	cell area, sq um	worst slack (ps)
floorplan	473	8920	724
global placement	485	9620	115
detailed placement	491	9620	102
CTS	507	10200	59.8
global route	514	10300	17.9
finish	505	10300	64.0
-- cell type report --
| cell class | count | share of cell area, % |
|---|---|---|
| sequential | 192 | 46.6 |
| multi-input combinational | 426 | 36.8 |
| timing repair buffer | 76 | 7.24 |
| clock buffer | 18 | 4.26 |
| tap | 280 | 3.40 |
| clock inverter | 14 | 1.41 |
| inverter | 5 | 0.219 |
-- kinds of logic after synthesis --
kind of cell,Yosys count
DFF,192
adders and majority gates,3
AOI/OAI and AO/OA,112
and+or+nand+nor,92
muxes,219
buffers and inverters,68
-- worst max-delay path: cells and delay by family --
kind	cells	cell delay, ps
buffers and inverters	5	1410
AND-OR/OR-AND	2	680
adder cells (fa/ha/maj)	1	190
AND/OR/NAND/NOR	1	40
-- worst max-delay path by stage --
stage         endpoint  cells past startpoint     start
CTS            dout[7]                     10  raddr[2]
global route   dout[2]                      9  raddr[2]
finish         dout[2]                      9  raddr[3]
-- timing repair --
action	CTS	global route
hold buffers	0	0
gates resized	0	11
setup endpoints to repair	0	4
Power is estimated from default activity; no workload was simulated.
