<file path="design/flow/config.mk">
export PLATFORM = sky130hd
export DESIGN_NAME = Psum_scratch_pad
export DESIGN_NICKNAME = Psum_scratch_pad
export VERILOG_FILES = /design/flow/design.v
export SDC_FILE = /design/flow/constraint.sdc
export NUM_CORES = 4
export LEC_CHECK = 1
export CORE_AREA = 10 10 103 103
export DIE_AREA = 0 0 113 113
</file>
<file path="design/flow/constraint.sdc">
current_design Psum_scratch_pad

set clk_period 1.6
set clk_io_pct 0.2

create_clock -name clk0 -period $clk_period [get_ports {clk}]

set non_clock_inputs [all_inputs -no_clocks]
set_input_delay [expr $clk_period * $clk_io_pct] -clock clk0 $non_clock_inputs
set_output_delay [expr $clk_period * $clk_io_pct] -clock clk0 [all_outputs]
</file>
<file path="design/flow/design.v">
module Mux2to1(a, b, sel, c);
	parameter WIDTH = 4;	
	input [WIDTH-1:0] a, b;
	input sel;
	output [WIDTH-1:0] c;
	assign c = (sel==1) ? b : a;
endmodule
module Buffer #(
    parameter DATA_WIDTH = 16,
    parameter DEPTH = 4,
    parameter PAR_WRITE = 1,
    parameter PAR_READ = 1,
    parameter ADDR_WIDTH = $clog2(DEPTH)
) (
    input clk,
    input wen,
    input [ADDR_WIDTH - 1 : 0] waddr,  
    input [ADDR_WIDTH - 1 : 0] raddr,  
    input [PAR_WRITE * DATA_WIDTH - 1 : 0] din,  
    output [PAR_READ * DATA_WIDTH - 1 : 0] dout  
);
    localparam DEPTH_POW2 = (DEPTH & (DEPTH - 1)) == 0;
    reg [DATA_WIDTH - 1 : 0] memory [0 : DEPTH - 1];
    reg [$clog2(PAR_WRITE) : 0] par_cnt;
    reg [ADDR_WIDTH - 1 : 0] waddr_mod, waddr_plus_par_cnt;
    always @(posedge clk) begin
    if (wen) begin
        for(par_cnt = 0; par_cnt < PAR_WRITE; par_cnt = par_cnt + 1) begin
            waddr_plus_par_cnt = waddr + par_cnt;
            if (DEPTH_POW2) begin
                waddr_mod = waddr_plus_par_cnt[ADDR_WIDTH - 1 : 0];
            end else begin
                waddr_mod = waddr_plus_par_cnt;
                if (waddr_plus_par_cnt >= DEPTH)
                    waddr_mod = waddr_plus_par_cnt - DEPTH;
            end
            memory[waddr_mod] <= din[par_cnt * DATA_WIDTH +: DATA_WIDTH];
        end
    end
end
    genvar i;
    generate
        for (i = 0; i < PAR_READ; i = i + 1) begin : read_loop
            wire [ADDR_WIDTH : 0] raddr_plus_i = raddr + i;
            wire [ADDR_WIDTH - 1 : 0] ind;
            if (DEPTH_POW2) begin
                assign ind = raddr_plus_i[ADDR_WIDTH - 1 : 0];
            end else begin
                assign ind = (raddr_plus_i >= DEPTH) ? raddr_plus_i - DEPTH : raddr_plus_i;
            end
            assign dout[i * DATA_WIDTH +: DATA_WIDTH] = memory[ind];
        end
    endgenerate
    integer c;
    initial begin
        for (c = 0; c < DEPTH; c = c + 1)
            memory[c] = 0;
    end
endmodule
module Fifo_buffer #(
    parameter DATA_WIDTH = 16,  
    parameter PAR_WRITE = 1,
    parameter PAR_READ = 1,
    parameter DEPTH = 4  
) (
    input clk,
    input rstn,  
    input clear,  
    input ren,  
    input wen,  
    input [PAR_WRITE * DATA_WIDTH - 1 : 0] din,  
    output [PAR_READ * DATA_WIDTH - 1 : 0] dout,  
    output full,  
    output empty  
);
localparam BUFFER_DEPTH = DEPTH + 1;
localparam BUFFER_ADDR_WIDTH = $clog2(BUFFER_DEPTH);
localparam PAR_DATA_WRITE = PAR_WRITE == 1 ? PAR_WRITE - 1 : PAR_WRITE;
localparam PAR_DATA_READ = PAR_READ == 1 ? PAR_READ - 1 : PAR_READ;
reg [BUFFER_ADDR_WIDTH - 1 : 0] raddr_cnt, waddr_cnt;
wire buffer_wen, buffer_ren;
wire at_max_write, at_max_read;
assign buffer_wen = wen & !full;
assign buffer_ren = ren & !empty;
assign at_max_write = waddr_cnt >= BUFFER_DEPTH;
assign at_max_read = raddr_cnt >= DEPTH;
wire [PAR_DATA_WRITE : 0] full_conditions;
wire [PAR_DATA_READ : 0] empty_conditions;
genvar k;
generate
    for (k = 0; k <= PAR_DATA_WRITE; k = k + 1) begin : FULL_COND_GEN
        wire [BUFFER_ADDR_WIDTH-1:0] waddr_cnt_next = waddr_cnt + (k+1);
        assign full_conditions[k] = (waddr_cnt_next >= BUFFER_DEPTH) ? (waddr_cnt_next - BUFFER_DEPTH) == raddr_cnt : waddr_cnt_next == raddr_cnt;
    end
endgenerate
genvar r;
generate
    for (r = 0; r <= PAR_DATA_READ; r = r + 1) begin : EMPTY_COND_GEN
        wire [BUFFER_ADDR_WIDTH - 1 : 0] raddr_cnt_next = raddr_cnt + r;
        assign empty_conditions[r] = (raddr_cnt_next >= DEPTH) ? (raddr_cnt_next - DEPTH) == waddr_cnt : raddr_cnt_next == waddr_cnt;
    end
endgenerate
assign full = |full_conditions;
assign empty = |empty_conditions;
Buffer #(
    .DATA_WIDTH(DATA_WIDTH),
    .PAR_WRITE(PAR_WRITE),
    .PAR_READ(PAR_READ),
    .DEPTH(BUFFER_DEPTH),
    .ADDR_WIDTH(BUFFER_ADDR_WIDTH)
) buffer (
    .clk(clk),
    .wen(buffer_wen),
    .waddr(waddr_cnt),
    .raddr(raddr_cnt),
    .din(din),
    .dout(dout)
);
always @(posedge clk) begin
    if (!rstn) begin
        raddr_cnt <= 0;
        waddr_cnt <= 0;
    end
    else if (clear) begin
        raddr_cnt = 0;
        waddr_cnt = 0;
    end
    else begin
        if (buffer_wen) begin
            waddr_cnt = waddr_cnt + PAR_WRITE;   
            if (waddr_cnt >= BUFFER_DEPTH)
                waddr_cnt = waddr_cnt - BUFFER_DEPTH;
        end
        if (buffer_ren) begin
            raddr_cnt = raddr_cnt + PAR_READ;
            if (raddr_cnt >= BUFFER_DEPTH)
                raddr_cnt = raddr_cnt - BUFFER_DEPTH;
        end
    end
end
endmodule
module Psum_scratch_pad #(
    parameter DATA_WIDTH = 16,  
    parameter PAR_WRITE = 1,
    parameter PAR_READ = 1,
    parameter DEPTH = 4  
) (
    input clk,
    input rstn,  
    input clear,  
    input ren,  
    input wen,  
    input freeze,  
    input same_addr,  
    input [PAR_WRITE * DATA_WIDTH - 1 : 0] din,  
    output [PAR_READ * DATA_WIDTH - 1 : 0] dout,  
    output full,  
    output empty  
);
    wire [DATA_WIDTH - 1 : 0] din_buf;
    wire [DATA_WIDTH - 1 : 0] dout_buf;
    wire [DATA_WIDTH - 1 : 0] din_reg;
    wire [DATA_WIDTH - 1 : 0] dout_reg;
    wire tmp;
    reg wen_buf;
    wire ren_buf;
    wire full_buf;
    reg rst_reg;
    reg rstn_buf;
    always @(posedge clk) begin
        if (rstn_buf === 1'bX) begin
            rstn_buf <= 1'b0;
        end
        else begin
            rstn_buf <= 1'b1;
        end
    end
    Fifo_buffer #(
        .DATA_WIDTH(DATA_WIDTH),
        .PAR_WRITE(PAR_WRITE),
        .PAR_READ(PAR_READ),
        .DEPTH(DEPTH)
    ) psum_buffer (
        .clk(clk),
        .rstn(rstn_buf),
        .clear(clear),
        .ren(ren_buf),
        .wen(wen_buf),
        .din(din_buf),
        .dout(dout_buf),
        .full(full),
        .empty(empty)
    );
    Register #(
        .SIZE(DATA_WIDTH)
    ) reg_tmp (
        .clk(clk),
        .rst(~rstn | rst_reg),
        .right_shen(1'b0),
        .left_shen(1'b0),
        .ser_in(1'b0),
        .outval(dout_reg),
        .inval(din_reg),
        .ld_en(wen_reg),
        .msb(tmp)
    );
    Mux2to1 #(
        .WIDTH(DATA_WIDTH)
    ) mux_out (
        .a(dout_buf),
        .b(dout_reg),
        .sel(same_addr),
        .c(dout)
    );
    assign din_buf = dout_reg;
    assign din_reg = din;
    assign ren_buf = ren;
    assign wen_reg = wen;
reg is_freeze;
always @(posedge clk) begin
    wen_buf <= 1'b0;
    if (freeze == 1'b0 && is_freeze == 1'b1 && same_addr) begin
        is_freeze <= 1'b0;
        wen_buf <= 1'b1;
    end
    if (freeze && same_addr) begin
        is_freeze <= 1'b1;
    end
    rst_reg <= wen_buf;
end
endmodule
`default_nettype none
module Register #(parameter SIZE = 16) (clk,rst,right_shen,left_shen,ser_in,
                                            outval,inval,ld_en,msb);
    input wire clk,rst,right_shen,ser_in,left_shen,ld_en;
    input wire [SIZE - 1:0] inval;
    output wire msb;
    output wire [SIZE - 1 : 0] outval;
    reg [SIZE - 1 : 0] outval_reg;
    always @(posedge clk,posedge rst) begin
        if(rst) outval_reg <= 0;
        else if(ld_en) outval_reg <= inval;
        else begin
            if(right_shen) outval_reg = {ser_in,outval_reg[SIZE - 1:1]};
            else if(left_shen) outval_reg = {outval_reg[SIZE - 1 - 1 : 0],ser_in};  
        end
    end
    assign outval = outval_reg;
    assign msb = outval[SIZE - 1];
endmodule
module Counter #(parameter NUM_BIT = 4) (clk,rst,ld_cnt,cnt_en,co,load_value,cnt_out_wire);
    input wire clk,rst,ld_cnt,cnt_en;
    input wire[NUM_BIT - 1:0] load_value;
    output wire co;
    output wire [NUM_BIT - 1:0] cnt_out_wire;
    reg [NUM_BIT - 1:0] cnt_out = 0;
    always @(posedge clk,posedge rst) begin
        if (rst) cnt_out <= 0;
        else begin
            if (ld_cnt) cnt_out <= load_value;
            else if(cnt_en) cnt_out <= cnt_out + 1;
        end
    end
    assign co = &cnt_out;
    assign cnt_out_wire = cnt_out;
endmodule
module IF_distance_calculator #(parameter ADDR_LEN,
          parameter SCRATCH_DEPTH,
          parameter SCRATCH_WIDTH)
      (start_val,end_val,distance);
    input wire [ADDR_LEN - 1:0] start_val,end_val;
    output wire [ADDR_LEN - 1:0] distance;
    assign distance = start_val > end_val ? SCRATCH_DEPTH - (start_val - end_val):
                    end_val - start_val;
endmodule
module signed_multiplier #(
    parameter INPUT_A_WIDTH = 16,  
    parameter INPUT_B_WIDTH = 16,
    parameter OUTPUT_WIDTH = INPUT_A_WIDTH + INPUT_B_WIDTH  
) (
    input wire signed [INPUT_A_WIDTH-1:0] operand_a,  
    input wire signed [INPUT_B_WIDTH-1:0] operand_b,  
    output wire signed [OUTPUT_WIDTH-1:0] result    
);
    assign result = operand_a * operand_b;
endmodule
</file>
<file path="design/flow/run.sh">
#!/bin/bash
# OpenROAD 26Q1-2900-gdf79404cd8, Yosys 0.63+post, stock flow scripts
make -C /OpenROAD-flow-scripts/flow DESIGN_CONFIG=/design/flow/config.mk WORK_HOME=/design/flow/orfs finish
</file>
==> qor.txt <==
startpoint types - flop
gr ovfl total - 0
slowest cell on the critical path - dfrtp_1
Max-area cell share - 0.324
Storage cell area - 941 sq um
H-tree levels - 2
peak supply drop - 0.355 mV
CTS Buffer Depth - 2
largest net degree at the start of global routing - 17
setup_tns - 0 ns
Syn. warnings - 5
area delta synth->final - 48.0%
Reg2Reg Setup Slack - 0.69 ns
row count - 33
Residual DRC - 0
top post-synthesis cells by area - edfxtp_1 (32%), dfrtp_1 (27%), mux2_4 (19%)
Critical Path AT - 1.18 ns
yosys cell count - 78
Worst setup EP type - output pin
vias - 813
Boundary Pins - 41
wire per inst - 12.8 um
Mean Syn Cell Area - 19.0 sq um
gr usage total - 0.0479
Init Core Util - 0.179
max frequency - 0.668 GHz
EDFF count, synth - 16
tool warnings - 27
Core Util, Final - 0.265
count of max-cap constraint violations - 0
fin. max-slew vios - 0
cell with the most instances after synthesis - mux2_4
die height - 113 um
share of layout cells above drive strength 1 - 0.471
vias per cell - 3.35
routability congestion estimate - 0.701
router iterations before antenna repair - 3
hpwl dp - 2.19 mm
initial antenna violation count - 0
n_diodes - 0
Distinct cells, synth - 11
Comb gate area - 469 sq um
die area - 12800 sq um
Root Driver - clkbuf_8
die width - 113 um
post-synthesis instance total - 78
HP Class - reg2async
status - finished, final reports clean
wire length after detailed routing - 3.12 mm
peak per-stage delay on the critical path - 0.40 ns
Core Area - 8300 sq um
Seq/Total Area, Yosys - 0.634
Syn Std Cell Area - 1490 sq um
Async SR Flop Fraction - 0.457
CP Data Required Time - 1.28 ns
WS Path Type - reg2out
fin crit share - 0.936
Worst R2R End - reg_tmp.outval_reg[6]
yosys stat chip area - 1490 sq um
clock skew - 0.00443 ns
ys flop type - edfxtp_1
Final ANT Viol Nets - 0
port bufs - 36
crit-path cells - mux2_4 > dlygate4sd2_1
pwr dens - 908 nW/um^2
reg2reg path depth - 2
final tally of setup violations - 0
leakage power - 0.927 nW
Final Hold Fails - 0
CTS buffer count - 5
most common library cells after synthesis - mux2_4 (19), dfrtp_1 (16), edfxtp_1 (16)
CTS tree - done
CTS sink count - 35
RSZ-0062 raised after global routing - no
worst r2r src - reg_tmp.outval_reg[6]
Synth flops - 35
Critical Path Fanout Max - 3
vias in the first global route - 918
1st-iter DRT viols - 13
worst-skew pair later-pin latency - 0.28 ns
cell type with the largest total area - edfxtp_1
first-pass GRT wire length - 4.82 mm
min Tclk post-route - 1.50 ns
Clock transition at path regs - 0.07 ns
Fillers - 852
-- critical path, delay by kind of cell, from the launching register on --
| kind | cells | cell delay (ns) |
|---|---|---|
| buf+inv | 1 | 0.24 |
| mux | 1 | 0.26 |
| flops | 1 | 0.40 |
-- placed cells by master, fill, tap and decap left out --
master and instances:
and3b_2 1, buf_12 2, buf_16 2, buf_4 18
buf_6 1, clkbuf_1 1, clkbuf_8 5, clkdlybuf4s50_1 19
clkinv_2 1, clkinvlp_4 1, conb_1 2, dfrtp_1 16
dfxtp_1 3, dlygate4sd2_1 16, edfxtp_1 16, mux2_2 14
mux2_4 19, nor2b_2 1
-- cells by family after synthesis --
family | Yosys count | synth area share
flip-flops | 35 | 0.634
multiplexers | 33 | 0.298
buffers and inverters | 6 | 0.0522
AND/OR/NAND/NOR | 2 | 0.0110
other | 2 | 0.00506
-- routing by layer --
| layer | GRT usage | wire, um | part of all wire |
|---|---|---|---|
| met2 | 0.0803 | 1530 | 0.49 |
| met4 | 0.00761 | 43 | 0.014 |
| met1 | 0.0571 | 1320 | 0.42 |
| met3 | 0.0203 | 234 | 0.075 |
| met5 | 0 | 0 | 0 |
-- report_power, final --
part / leakage [nW] / switching, mW / internal, mW
registers: 0.361 / 0.0282 / 1.01
logic: 0.525 / 0.0998 / 0.252
clock network: 0.0412 / 0.301 / 0.304
-- worst max path at each step --
stage	startpoint	to	slack [ns]
6_report	reg_tmp.outval_reg[15]	dout[15]	0.10
5_1_grt	psum_buffer.buffer.memory[0][12]	dout[12]	0.05
4_1_cts	reg_tmp.outval_reg[15]	dout[15]	0.08
-- repair_timing --
action | 4_1_cts | 5_1_grt
setup endpoints to repair | 16 | 0
hold buffers | 0 | 0
gates resized | 25 | 0
buffers inserted | 15 | 0
-- per-stage QoR --
stage	instances	hold slack (ns)	cell area, sq um	power, mW	setup slack (ns)
floorplan	78	0.437	1490	1.21	0.419
global placement	218	0.277	1960	1.37	-0.553
detailed placement	218	0.280	1960	1.37	-0.544
CTS	243	0.285	2200	2.04	0.0761
global route	243	0.294	2200	2.11	0.0494
finish	243	0.268	2200	2.00	0.103
-- area by class of cell --
class / instances / area share
sequential: 35 / 0.428
tap: 105 / 0.0598
clock inverter: 2 / 0.00569
timing repair buffer: 58 / 0.260
clock buffer: 6 / 0.0330
multi-input combinational: 37 / 0.213
Power figures rest on the tool's default switching activity, not on a simulated workload.
