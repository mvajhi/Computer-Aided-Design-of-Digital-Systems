===== /design/flow/run.sh =====
#!/bin/bash
# OpenROAD 26Q1-2900-gdf79404cd8, Yosys 0.63+post, stock flow scripts
make -C /OpenROAD-flow-scripts/flow DESIGN_CONFIG=/design/flow/config.mk WORK_HOME=/design/flow/orfs finish

===== /design/flow/config.mk =====
export PLATFORM = sky130hd
export DESIGN_NAME = SRAM
export DESIGN_NICKNAME = SRAM
export VERILOG_FILES = /design/flow/design.v
export SDC_FILE = /design/flow/constraint.sdc
export NUM_CORES = 4
export LEC_CHECK = 1
export CORE_UTILIZATION = 50

===== /design/flow/constraint.sdc =====
current_design SRAM

set clk_period 12.6
set clk_io_pct 0.2

create_clock -name clk0 -period $clk_period [get_ports {clk}]

set non_clock_inputs [all_inputs -no_clocks]
set_input_delay [expr $clk_period * $clk_io_pct] -clock clk0 $non_clock_inputs
set_output_delay [expr $clk_period * $clk_io_pct] -clock clk0 [all_outputs]

===== /design/flow/design.v =====
module SRAM #(parameter ADDR_WIDTH = 8, parameter DATA_WIDTH = 16, parameter INIT_FILE = "") (
    input   [ADDR_WIDTH-1:0] read_addr,
    output reg [DATA_WIDTH-1:0] read_data,
    input [ADDR_WIDTH-1:0] write_addr,
    input write_enable,
    input [DATA_WIDTH-1:0] write_data,
    input clk
);
    logic [DATA_WIDTH-1:0] memory [0:(1<<ADDR_WIDTH)-1];
    initial begin
        if (INIT_FILE != "") begin
            $readmemh(INIT_FILE, memory);
        end
    end
    always @(posedge clk) begin
        if (write_enable) begin
            memory[write_addr] <= write_data;
        end
        read_data <= memory[read_addr];
    end
endmodule

==> run summary <==
Synthesized chip area reported by yosys: 158700 µm²
Maximum achievable frequency: 0.1435 GHz
Via density per instance: 6.269
Post-synthesis cell type count: 52
Cell-by-cell listing of the critical path: buf_8 -> buf_4 -> buf_4 -> buf_4 -> buf_4 -> buf_4 -> mux4_2 -> o22ai_1 -> nor3_1 -> nor3_1 -> buf_4 -> nor4_1
Slew margin rel.: 0.1740
Count of flip-flops with a built-in enable after synthesis: 4096
Number of buffer and inverter stages on the critical path: 7
DIE AREA: 319700 µm²
Final tally of hold violations: 0
Total grt overflow: 0
Maximum level of the CTS H-tree: 5
Leak pwr: 56.91 nW
Share of layout cells above drive strength 1: 0.2577
Critical path launch point type: input pin
Number of antenna violations at the first check in global routing: 13
Tool warnings: 35
RSZ-0062 raised after global routing: no
Mean post-synth cell area: 21.56 µm²
Post-CTS Hold Fix Bufs: 0
Crit path required time: 13.43 ns
Reg2Reg Launch Point: memory[11][14]$_DFFE_PP_
Worst flop-to-flop path endpoint: read_data[14]$_DFF_P_
Cell area after synthesis: 158700 µm²
Via count of the first global-routing pass: 84040
Crit-path leading delay family: buffers and inverters
Area added between synthesis and finish: 13.06%
TritonCTS clock tree: yes
Area of the core: 315200 µm²
Kind of end point of the critical path: register
Hold path startpoint: memory[203][15]$_DFFE_PP_
Most instantiated flip-flop cell in the synthesis netlist: edfxtp_1
Total number of vias: 77660
Fin. max-slew vios: 0
Post-synth top area share: 0.7750
Fin Setup TNS: 0 ns
Post-DP HPWL: 247700 µm
Critical path start-end classification: input pin to register
Min-Delay Path Class: register to register
Slowest stage cell, crit path: nor3_1
Final critical path time including I/O delays and setup: 6.971 ns
Clock sink count: 4112
Reg clk slew, reported paths: 0.07 ns
Cell mode on critical path: buf_4
TritonRoute pass-1 iters: 7
Clock latency of the later-clocked register in the worst-skew pair: 0.96 ns
Utilization after layout: 0.5692
Synth top cells by count: 4096 x edfxtp_1, 797 x mux4_2, 565 x mux2i_1, 304 x nor2_1, 252 x o221ai_1
Worst supply voltage drop on vdd: 125.6 µV
Worst Path Max Fanout: 57
Run status: finished, final reports clean
Post-cts resize count: 0
Setup WS pre-CTS: 4.637 ns
Instance count of the mapped netlist: 7360
Tightest Pin Transition: 1.231 ns
Number of setup buffers added after CTS: 0
Worst hold path cell count: 6
Ys cells: 7360
Synth area leaders: edfxtp_1 77%, mux4_2 11%, mux2i_1 3.6%
Number of setup violations in the final report: 0
Maximum number of buffers from clock root to sink: 4
Global-route wire length before repair: 604700 µm
DRC: 0
Die Span X: 565.4 µm
Sequential element share of the synthesized area: 0.7770
Tcrit/Tclk final: 0.5533
Min setup slack post-route: 5.629 ns
Worst stage delay on the critical path: 0.68 ns
Flop and latch count out of synthesis: 4112
Cell row count: 206
Worst-case hold path end point: read_data[15]$_DFF_P_
Max-Cap Viols: 0
WL final: 424800 µm
Synth async-reset ratio: 0
Power per unit of standard cell area: 158.7 nW/µm²
Wire per inst: 34.29 µm
Dominant cell type by area after synthesis: edfxtp_1
Core Util at FP: 0.5035
Worst reg-to-reg setup slack: 9.39 ns
Pin count of the biggest net entering global routing: 125
Most instantiated library cell after synthesis: edfxtp_1
Top-Level Pins: 50
Total global-route track usage: 0.3069
Root buffer cell: clkbuf_16
Final Skew: 0.05584 ns
Antenna viol nets, final: 0
DRC marker count from the first detailed-route iteration: 5433
Number of CTS-inserted buffers: 414
I/O Buffers: 49
Die Span Y: 565.4 µm
Final weighted congestion in routability-driven placement: 0.9432
Arrival time at the worst endpoint: 7.80 ns
Number of synthesis warnings: 1
Count of cells along the worst register-to-register path: 7
==> worst min-delay path: cells and delay by family (launching register included) <==
| family | cells | cell delay [ns] |
|---|---|---|
| compound gates | 3 | 0.38 |
| flops | 1 | 0.36 |
| mux | 1 | 0.14 |
| simple gates | 2 | 0.14 |
==> worst max-delay path by stage <==
stage | cells after the start | start | end | slack (ns)
6_report | 12 | read_addr[1] | read_data[10]$_DFF_P_ | 5.63
5_1_grt | 12 | read_addr[1] | read_data[7]$_DFF_P_ | 5.25
4_1_cts | 12 | read_addr[1] | read_data[10]$_DFF_P_ | 5.63
==> state kept, by name, indices dropped and copies added, names as in the netlist <==
signal	count
memory	4096
read_data	16
==> report_power, final <==
group	total, mW	leakage, nW	switching [mW]	internal, mW
Clock	12.0	6.46	5.14	6.85
Combinational	1.40	13.5	0.924	0.474
Sequential	15.1	36.9	0.0214	15.1
Total	28.5	56.9	6.08	22.4
==> area by class of cell <==
| class | instances | area [µm²] |
|---|---|---|
| tap | 4160 | 5205 |
| inverter | 4 | 27.53 |
| multi-input combinational | 2792 | 33090 |
| fill | 22410 | 135800 |
| clock buffer | 506 | 10840 |
| antenna | 11 | 27.53 |
| clock inverter | 257 | 2437 |
| sequential | 4112 | 123300 |
| timing repair buffer | 545 | 4494 |
==> metal layers <==
metal  track usage  vias up  part of all wire
met5       0.03705        -            0.0035
met4       0.07408       32             0.031
met3        0.2550      673              0.20
met2        0.4232     5224              0.46
met1        0.3909    39390              0.31
li1              -    32340                 -
==> cells in the final DEF (no fill, tap or decap), types with 26 or more instances in the layout <==
master	n
o221ai_1	252
mux4_2	797
nand4_1	26
clkbuf_16	418
nor2_2	111
a221oi_1	28
a21oi_1	175
bufinv_16	35
o21ai_0	34
nor3_1	90
nor2_1	192
a22oi_1	43
mux2_2	88
buf_4	483
a22o_1	32
nand3_1	26
clkdlybuf4s50_1	28
clkinv_1	105
nand2_1	38
clkinv_2	76
mux2i_1	565
edfxtp_1	4096
clkbuf_1	83
o22ai_1	148
==> stage by stage <==
stage          hold WS, ns  total power, mW  std cells  cell area, µm²
4_1_cts              1.050            28.67      12380          179400
3_3_place_gp         1.013            16.77      11610          166100
3_5_place_dp         1.042            16.79      11610          166100
2_1_floorplan       0.8538            16.12       7360          158700
5_1_grt              1.148            29.23      12380          179400
6_report             1.056            28.49      12390          179400
==> cell families after synthesis <==
family / after synthesis / share of synthesized area
flip-flops: 4112 / 0.7770
multiplexers: 1450 / 0.1550
AND-OR/OR-AND: 786 / 0.03537
AND/OR/NAND/NOR: 556 / 0.01574
buffers and inverters: 456 / 0.01693
Power is estimated from default activity; no workload was simulated.
