`/design/flow/constraint.sdc`:
```
current_design decoder

set clk_period 1.0
set clk_io_pct 0.2

create_clock -name clk0 -period $clk_period

set non_clock_inputs [all_inputs -no_clocks]
set_input_delay [expr $clk_period * $clk_io_pct] -clock clk0 $non_clock_inputs
set_output_delay [expr $clk_period * $clk_io_pct] -clock clk0 [all_outputs]
```
`/design/flow/run.sh`:
```
#!/bin/bash
# OpenROAD 26Q1-2900-gdf79404cd8, Yosys 0.63+post, stock flow scripts
make -C /OpenROAD-flow-scripts/flow DESIGN_CONFIG=/design/flow/config.mk WORK_HOME=/design/flow/orfs finish
```
`/design/flow/design.v`:
```
module decoder #(
    parameter SIZE = 8,
    parameter WRITE_SIZE = 2
) (
    input wire [$clog2(SIZE)-1:0] in,
    input wire en,
    output reg  [SIZE-1:0] out
);
    integer i;
    always @(*) begin
        out = {SIZE{1'b0}};
        if (en)
        begin
            for (i = 0; i < WRITE_SIZE; i = i + 1) begin
                out[(in + i) % SIZE] = 1'b1;
            end
        end
    end
endmodule
```
`/design/flow/config.mk`:
```
export PLATFORM = sky130hd
export DESIGN_NAME = decoder
export DESIGN_NICKNAME = decoder
export VERILOG_FILES = /design/flow/design.v
export SDC_FILE = /design/flow/constraint.sdc
export NUM_CORES = 4
export LEC_CHECK = 1
export CORE_AREA = 10 10 70 70
export DIE_AREA = 0 0 80 80
```
==> ci_impl_report.md <==
### Yosys + OpenROAD results

| Metric | Value |
|---|---|
| Status | finished with violations |
| Failing checks | setup timing |
| I/O pins | 12 |
| Share of post-route cells with drive strength above 1 | 0.718 |
| Overall routing resource usage | 0.0346 |
| Width of the die | 80 µm |
| Rows | 21 |
| Total power | 0.405 mW |
| Slew @ Worst Pin | 0.271 ns |
| Yosys Instances | 44 |
| Final period util | 1.77 |
| Worst path cell trace | buf_6 > buf_6 > ha_4 > xnor2_4 > ha_4 > nor4bb_4 > nand2_1 > a21boi_1 > buf_2 |
| Peak VDD IR | 154 µV |
| Number of global-route vias before repair | 426 |
| Setup-failing EPs final | 8 |
| Crit end category | output port |
| Yosys warns | 1 |
| WP data arrival | 1.57 ns |
| Final worst slack | -0.772 ns |
| Syn Inst Count | 44 |
| Tool warnings | 39 |
| Top delay family on crit path | adder cells |
| Max Slew Vio Count | 0 |
| Clock buffer cells | 0 |
| Crit-path max cell delay | 0.25 ns |
| Worst setup SP type | input pin |
| Hold Path Depth | 6 |
| Flop area | 0 µm² |
| Hold Crit Endpoint | out[0] |
| Final hold violation count | 0 |
| Flip-flops | 0 |
| Syn Area/Cell | 6.97 µm² |
| Cell depth of the worst setup path | 9 |
| Min Hold Slack | 0.930 ns |
| Core area | 0.00342 mm² |
| Max Clk Rate | 564 MHz |
| Worst Hold Class | in2out |
| Die Ht | 80 µm |
| Fin crit period | 1.77 ns |
| Slowest CP cell | nor4bb_4 |
| Distinct lib cells | 21 |
| Drt pass-1 iters | 3 |
| Hold path startpoint | in[0] |
| Global-route wire length before repair | 1930 µm |
| Grt ovf | 0 |
| Antenna viol nets, final | 0 |
| Crit path max fanout | 4 |
| Antenna cells | 0 |
| Worst EP required | 0.80 ns |
| Finished Core Util | 0.237 |
| Largest net degree at the start of global routing | 12 |
| Vias after detailed routing | 456 |
| FP Core Util | 0.0897 |
| Maxcap violations | 0 |
| Via density | 3.68 |
| Total Routed Length | 1250 µm |
| Yosys stat area | 307 µm² |
| Setup CP Type | in2out |
| Register share after synthesis | 0 |
| Initial antenna violation count | 0 |
| Bufs and invs on worst path | 3 |
| Routability congestion estimate | 0.768 |
| # placed instances | 116 |
| Rel. slew slack | 0.819 |
| WL per Instance | 10.1 µm |
| Initial DRC count | 29 |
| RSZ-0062 raised after global routing | true |
| Die area | 0.00640 mm² |
| Layout overhead on the synthesized area | 164% |
| Post-route DRC | 0 |
| Final Non-Filler Cells | 124 |
| Input/output buffers | 12 |
| Pwr Density | 500 mW/mm² |
| Mapped Area | 307 µm² |
| Leak Pwr | 0.345 nW |
| Post-CTS Hold Fix Bufs | 0 |
layer usage:
layer  wire [µm]  track usage  vias up  part of all wire
met3          47      0.00568        0             0.038
met1         600       0.0468      218              0.48
met2         604       0.0594        6              0.48
li1            -            -      232                 -
met5           0            0        -                 0
met4           0            0        0                 0
cells by family (layout without fill, tap and decap cells):
kind of cell	after synthesis	count (layout)	synth area share
AND/OR/NAND/NOR	23	23	0.441
XOR/XNOR	1	1	0.0286
AND-OR/OR-AND	8	8	0.184
adder cells (fa/ha/maj)	7	7	0.286
buffers and inverters	5	39	0.0612
cells in the final DEF (no fill, tap or decap), types with 2 or more instances in the layout:
cell type,n
buf_2,7
buf_4,19
buf_6,6
ha_1,3
ha_4,4
inv_2,3
nand2_1,5
nand2b_4,2
nand3_1,2
nand3_2,2
nand4_1,2
nor2_1,3
o22ai_2,2
final cells by class:
| class | count | area (µm²) |
|---|---|---|
| well taps | 46 | 57.6 |
| multi-input cells | 39 | 467 |
| repair buffers | 35 | 272 |
| fillers | 362 | 2610 |
| inverters | 4 | 15.0 |
worst min-delay path: stages:
cell	delay [ns]
buf_6	0.07
inv_2	0.04
buf_4	0.15
nand4_1	0.08
a21boi_1	0.07
buf_2	0.11
what timing repair did:
action	4_1_cts	5_1_grt
gates resized	47	15
setup endpoints to repair	8	8
pin swaps	13	9
buffers inserted	4	4
report_power, final:
part / internal, mW / switching [mW]
Clock: 0 / 0
Combinational: 0.227 / 0.178
Sequential: 0 / 0
stage by stage:
| stage | worst slack [ns] | TNS, ns | area (µm²) |
|---|---|---|---|
| 6_report | -0.772 | -5.65 | 811 |
| 5_1_grt | -0.841 | -6.21 | 811 |
| 4_1_cts | -0.865 | -6.14 | 722 |
| 3_5_place_dp | -1.65 | -12.24 | 676 |
| 3_3_place_gp | -1.64 | -12.09 | 676 |
| 2_1_floorplan | -0.588 | -2.67 | 389 |
how the worst max path moves through the flow:
| stage | start | slack, ns | end |
|---|---|---|---|
| CTS | in[0] | -0.87 | out[0] |
| finish | in[0] | -0.77 | out[0] |
| global route | in[0] | -0.84 | out[0] |
synth_stat cells, drive strengths merged:
cell	instances	area share
a21boi	1	0.024
nand2	5	0.061
nand3	4	0.065
nor4b	1	0.029
xnor2	1	0.029
o32ai	1	0.029
clkbuf	1	0.012
nand2b	3	0.061
or4b	1	0.033
inv	4	0.049
nand4	2	0.041
o31ai	2	0.049
nor3b	1	0.041
or3	1	0.020
nor2	3	0.037
o21a	1	0.024
nor4bb	1	0.033
nor4	1	0.020
ha	7	0.29
o22ai	2	0.041
o21ai	1	0.016
Power figures rest on the tool's default switching activity, not on a simulated workload.
